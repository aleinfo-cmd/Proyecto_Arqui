<file path="design/flow/design.v">
module Forwarding(
    input [4:0] ID_rs, ID_rt,      
    input [4:0] EX_rd,             
    input EX_RegWrite,              
    output reg forward_rs, forward_rt
);
    assign forward_rs = (EX_RegWrite && EX_rd == ID_rs);
    assign forward_rt = (EX_RegWrite && EX_rd == ID_rt);
endmodule
</file>
<file path="design/flow/run.sh">
#!/bin/bash
# OpenROAD 26Q1-2900-gdf79404cd8, Yosys 0.63+post, stock flow scripts
make -C /OpenROAD-flow-scripts/flow DESIGN_CONFIG=/design/flow/config.mk WORK_HOME=/design/flow/orfs finish
</file>
<file path="design/flow/config.mk">
export PLATFORM = sky130hd
export DESIGN_NAME = Forwarding
export DESIGN_NICKNAME = Forwarding
export VERILOG_FILES = /design/flow/design.v
export SDC_FILE = /design/flow/constraint.sdc
export NUM_CORES = 4
export LEC_CHECK = 1
export CORE_AREA = 10 10 70 70
export DIE_AREA = 0 0 80 80
</file>
<file path="design/flow/constraint.sdc">
current_design Forwarding

set clk_period 1.8
set clk_io_pct 0.2

create_clock -name clk0 -period $clk_period

set non_clock_inputs [all_inputs -no_clocks]
set_input_delay [expr $clk_period * $clk_io_pct] -clock clk0 $non_clock_inputs
set_output_delay [expr $clk_period * $clk_io_pct] -clock clk0 [all_outputs]
</file>
==> GITHUB_STEP_SUMMARY <==
### Flow metrics

| Metric | Value |
|---|---|
| Pwr dens | 151 mW/mm² |
| Worst EP arrival | 1350 ps |
| Final-report setup violation count | 0 |
| Number of instances in the synthesized netlist | 14 |
| Result of the run | completed |
| Number of cell instances after yosys synthesis | 14 |
| Detailed Place HPWL | 685 µm |
| Slew margin rel. | 0.833 |
| Count of cell types in the netlist | 4 |
| Vias/cell | 2.14 |
| Number of placed instances, taps included | 79 |
| Power spent charging and discharging nets | 0.0000175 W |
| Pin count of the biggest net entering global routing | 3 |
| Relative contribution of the clock network to total power | 0 |
| Final weighted congestion in routability-driven placement | 0.665 |
| Top-Level Pins | 18 |
| Highest attainable clock frequency | 0.586 GHz |
| Yosys warning count | 2 |
| Total die size | 0.00640 mm² |
| Sum Neg Setup Slack | 0 ps |
| Sequential-to-total area share from yosys stat | 0 |
| Transition time at the pin with the least slew margin | 248 ps |
| Maximum VDD drop | 0.0000340 V |
| Number of DRC violations after detailed-routing iteration 0 | 0 |
| Fill cell count | 415 |
| Worst-case setup slack after placement | -509 ps |
| Setup repair after global routing missed its margin | no |
| Gate power share | 1.000 |
| Die height | 80 µm |
| Routed wire per std cell | 8.96 µm |
| OpenROAD warnings | 32 |
| Post-CTS Hold Fix Bufs | 0 |
| Max-slew violation count | 0 |
| Switching part of the total | 0.342 |
| Category of the most critical setup path | in -> out |
| Pleak | 0.152 nW |
| Cell row count | 21 |
| Vias after detailed routing | 169 |
| Biggest area contributors in the synthesized netlist | xor2_1, xnor2_1, and3_1, nor4_1 |
| Final routed wirelength across all metal layers | 708 µm |
| Number of cells in the finished layout apart from fillers | 79 |
| Congestion Overflow GR | 0 |
| Type of the most critical hold path | in -> out |
| Die Width | 80 µm |
| Sequential cell count of the final layout | 0 |
| Number of max-cap violations | 0 |
| Sequential Area | 0 µm² |
| Sequential Power Share | 0 |
| Final hold violation count | 0 |
| Kind of capture point of the worst setup path | output pin |
| Initial core utilization | 0.0330 |
| Internal power | 0.0000337 W |
| Part of the cycle the worst path needs | 0.949 |
| Post-synth top cells | xor2_1, and3_1, nor4_1, xnor2_1 |
| Final core utilization | 0.0989 |
| Clock buf count | 0 |
| Share of Yosys cell area claimed by the top area cell type | 0.622 |
| Fraction of final layout cells sized beyond drive strength 1 | 0.0909 |
| Synthesized area per cell | 8.04 µm² |
| Vias in the first global route | 175 |
| Top fanout value on the critical path | 1 |
| Antenna Violating Nets Remaining | 0 |
| Endpoint required time on the critical path | 1440 ps |
| Global-route usage over all layers | 0.0208 |
| Residual DRC count | 0 |
| Setup slack after layout | 92.3 ps |
| Number of antenna violations at the first check in global routing | 0 |
| Most area-hungry cell type in the Yosys netlist | xor2_1 |
| First-pass GRT wire length | 986 µm |
| Synthesized cell area | 113 µm² |
| Floorplan Core Area | 0.00342 mm² |
| Antenna diode count | 0 |
| # port buffers | 18 |
| Chip Area, Yosys | 113 µm² |
| Minimum clock period | 1710 ps |
| Critical path launch point type | input pin |
| Area delta synth->final | 200% |
| Most numerous cell in the Yosys netlist | xor2_1 |
| Pre-antenna DRT Iters | 1 |
| MI comb area | 113 µm² |
cell families after synthesis:
logic type | Yosys count | synth area share
AND/OR/NAND/NOR | 4 | 0.222
XOR/XNOR | 10 | 0.778
worst max-delay path, stage by stage:
cell and delay (ps):
dlygate4sd2_1 240, xor2_1 140, nor4_1 230, and3_1 200, clkdlybuf4s15_1 180
layout by cell type (no fill, tap or decap):
master	netlist	final
dlygate4sd2_1	0	10
xor2_1	8	8
clkdlybuf4s50_1	0	3
nor4_1	2	2
xnor2_1	2	2
and3_1	2	2
clkdlybuf4s15_1	0	2
dlymetal6s2s_1	0	1
clkbuf_2	0	1
buf_2	0	1
buf_4	0	1
what timing repair did:
item	in CTS	in global routing
pin swaps	4	5
buffers inserted	0	0
resized	18	3
endpoints found under the setup margin	2	2
power groups by stage:
stage	clock network [W]	logic [W]	registers, W
CTS	0	0.0000530	0
finish	0	0.0000512	0
global route	0	0.0000555	0
per-layer routing:
metal / track usage / wire length [µm] / part of all wire
met1: 0.0270 / 313 / 0.44
met2: 0.0297 / 281 / 0.40
met3: 0.0136 / 113 / 0.16
met4: 0 / 0 / 0
met5: 0 / 0 / 0
final timing paths:
kind	start	to	slack, ps	cells past startpoint
max	ID_rs[2]	forward_rs	90	5
min	EX_rd[2]	forward_rt	1300	5
cell type report:
cell class / instances / share of cell area
timing repair buffer: 19 / 0.496
tap: 46 / 0.170
multi-input combinational: 14 / 0.333
stage by stage:
stage / hold WS, ps / power [W] / instance area [µm²]
after floorplan: 812 / 0.0000164 / 113
after global placement: 1700 / 0.0000618 / 358
after detailed placement: 1710 / 0.0000624 / 358
after CTS: 1390 / 0.0000530 / 339
after global routing: 1350 / 0.0000555 / 338
final: 1300 / 0.0000512 / 338
Power and IR drop assume default switching activity.
